## constraint.sdc

```tcl
current_design LC3_REG

set clk_period 1.0
set clk_io_pct 0.2

create_clock -name clk0 -period $clk_period [get_ports {clk}]

set non_clock_inputs [all_inputs -no_clocks]
set_input_delay [expr $clk_period * $clk_io_pct] -clock clk0 $non_clock_inputs
set_output_delay [expr $clk_period * $clk_io_pct] -clock clk0 [all_outputs]
```

## design.v

```verilog
`timescale 1ns / 1ps
module LC3_REG(
    input [15:0] IN,
    input LD,
    input clk,
    output reg [15:0] OUT
    );
    always @(posedge clk) begin  
        if (LD)  
	    OUT <= IN;
    end
endmodule
```

## config.mk

```make
export PLATFORM = sky130hd
export DESIGN_NAME = LC3_REG
export DESIGN_NICKNAME = LC3_REG
export VERILOG_FILES = /design/flow/design.v
export SDC_FILE = /design/flow/constraint.sdc
export NUM_CORES = 4
export LEC_CHECK = 1
export CORE_AREA = 10 10 80 80
export DIE_AREA = 0 0 90 90
```

## run.sh

```bash
#!/bin/bash
# OpenROAD 26Q1-2900-gdf79404cd8, Yosys 0.63+post, stock flow scripts
make -C /OpenROAD-flow-scripts/flow DESIGN_CONFIG=/design/flow/config.mk WORK_HOME=/design/flow/orfs finish
```

==> run summary <==
Reports from this run.

- The flow ran to the end, and the final reports show no timing, DRC or antenna violations.
- The chip area line of the yosys report is 480 um^2.
- The largest registers in the layout are OUT x16.
- Warnings raised by the tools during the run amount to 25.
- The number of buffers inserted to repair setup after CTS is 0.
- TritonCTS built the clock tree.
- The max-slew violation count reads 0.
- The number of library cell types mapped by synthesis reads 1.
- The detail-routed via count per cell is 2.45.
- The sum of routed wire length over all layers is 1.31 mm.
- The warning tally printed by Yosys for this design is 1.
- The path class of the tightest hold or removal check is input pin to flip-flop.
- The final hold violation count recorded for this run is 0.
- Setup repair after global routing left no endpoint under its margin.
- The achievable frequency is 1080 MHz.
- The worst setup path is of the flip-flop to output pin kind.
- In the routed design, unresolved DRC markers number 0.
- The weighted congestion at the end of routability-driven global placement is 0.661.
- The STA report counts the stages on the worst setup path as 1.
- The fraction of final layout cells sized beyond drive strength 1 is 0.389.
- The clock-pin slew on the worst setup and hold paths is 0.05 ns.
- The number of global-route vias before repair is 356.
- The number of max-cap violations reads 0.
- The number of instances in the synthesized netlist is 16.
- 0 antenna diodes ended up in the layout.
- In this run, synthesis produced a sequential element count of 16.
- The synthesized area is 480 um^2.
- The power density relative to cell area reads 1580 nW/um^2.
- The top fanout value on the critical path reads 1.
- In this run the critical path is formed by buf_2.
- The depth of the CTS H-tree is 1.
- The worst voltage drop across the vdd grid is 382 uV.
- The number of antenna violations at the first check in global routing is 0.
- The cell with the largest stage delay on the worst path is edfxtp_1.
- After synthesis, the mean cell area works out to 30.0 um^2.
- The most common logic cells in the final layout are clkdlybuf4s50_1, edfxtp_1, buf_2, clkbuf_2, clkbuf_8.
- The worst setup path is launched from a flip-flop.
- The actual slew at the worst max-slew pin reads 0.105 ns.
- The overall power of the completed layout is 0.00137 W.
- The ratio of final minimum period to clock period is 0.928.
- The total die size reads 8100 um^2.
- The overall track demand over capacity in global routing reads 0.0310.
- On the worst path, the slowest cell contributes a delay of 0.37 ns.
- The count of hold-fix buffers inserted at cts reads 0.
- Per the slew report, the remaining headroom to the max-slew limit stands at 0.930.
- Data arrives at the worst endpoint at 0.73 ns.
- The count of input and output buffers reads 33.
- From synthesis to final layout, the design area changed by 81.2%.
- Sorting the synthesized cells by area gives the leading types as edfxtp_1.
- The smallest hold slack reads 0.517 ns.
- The number of cells traversed by the worst hold path reads 1.
- The number of rows created at floorplan reads 25.
- Summed over all cells, the static leakage comes to 0.319 nW.
- Per the GRT congestion report, total overflow comes to 0.
- The share of the Yosys chip area taken by registers is 1.00.
- The total CTS buffers reads 3.
- In this run the standard cell core region covers 4720 um^2.
- The number of cell instances after yosys synthesis is 16.
- The residual antenna-violating net count after detailed routing reads 0.
- The root cell of the clock tree reads clkbuf_8.
- The worst setup path is captured at an output pin.
- The floorplan die width reads 90 um.
- Data on the critical path is required at its endpoint by 0.80 ns.
- The post-route minimum period is 0.928 ns.
- The number of iterations in the first detailed-routing pass reads 2.
- Entering global routing, the biggest net connects 9 pins.
- The number of multi-input combinational cells in the layout is 0.
- The wire length per cell after detailed routing reads 10.8 um.
- The first global-routing pass estimated 2.00 mm of wire.
- The fraction of the core area occupied by cells at floorplan is 0.102.
- The flip-flop count of the largest register, all copies and words added reads 16.
- The area of the multi-input gates is 0 um^2.
- Ranked by flip-flop count, first place goes to OUT.
- The deepest clock path buffer count reads 2.
- The die is 90 um tall.
- The final tally of setup violations reads 0.
- The post-synthesis cell type with the largest combined area is edfxtp_1.
- The area share of the largest cell type after synthesis reads 1.00.
- The clock drives 16 sinks.
- The top logic cell by instance count in the layout is clkdlybuf4s50_1.
- The starting DRC count in detailed routing reads 9.
- The boundary pin count is 34.
- The number of fill cells reads 507.
- Along the critical path, the tally of buffer and inverter instances is 1.
- On the critical path the largest part of the delay comes from flip-flops.
- The via count of the routed design is 296.
## cell usage after synthesis
cell	number
edfxtp_1	16
## cell type report
class                   instances  area, um^2  share of cell area
clock buffers                   3        41.3              0.0474
repair buffers                 35         265               0.305
well taps                      67        83.8              0.0963
flip-flops and latches         16         480               0.552
## path summary, 6_finish.rpt
| check | start | to | slack (ns) |
|---|---|---|---|
| setup / recovery | OUT[1] | OUT[1] | 0.07 |
| hold / removal | IN[3] | OUT[3] | 0.52 |
## what timing repair did
item,in CTS,in global routing
endpoints found under the hold margin,0,0
gates resized,40,8
setup endpoints to repair,16,8
cloned,0,0
## per-layer routing
metal,wire length [um],global-route usage,up-vias
li1,-,-,140
met1,529,0.0375,133
met2,652,0.0515,21
met3,81,0.00671,2
met4,47,0.0146,0
met5,0,0,-
## cells by family (layout without fill, tap and decap cells)
logic type | count (synthesis) | after routing | synth area share
buffers and inverters | 0 | 38 | 0
flip-flops | 16 | 16 | 1.00
## metrics by stage
step           instance area (um^2)  worst slack [ns]   util  setup TNS, ns  instances
2_1_floorplan                   480             0.501      -              0         16
5_1_grt                         871            0.0263  0.184              0        121
3_3_place_gp                    910            -0.154  0.193          -2.45        118
6_report                        871            0.0716  0.184              0        121
4_1_cts                         911          0.000483  0.193              0        121
3_5_place_dp                    910            -0.157  0.193          -2.51        118
## report_power, final
| part | internal (W) | leakage (nW) | switching, W |
|---|---|---|---|
| Clock | 0.000265 | 0.0216 | 0.000173 |
| Sequential | 0.000797 | 0.157 | 0.0000125 |
| Combinational | 0.0000932 | 0.141 | 0.0000310 |
Power figures rest on the tool's default switching activity, not on a simulated workload.
