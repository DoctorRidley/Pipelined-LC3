==> design/flow/design.v <==
`timescale 1ns / 1ps
module LC3_RegisterFile(
    input [15:0] data,  
    input [2:0] DR,  
    input LD,
	 input clk, 
    input [2:0] SR2,  
    input [2:0] SR1,  
    output reg [15:0] SR2OUT,  
    output reg [15:0] SR1OUT  
    );
    reg R[7:0] [15:0];  
    integer i;
    always @(posedge clk) begin
        if (LD) begin
	    for (i = 0; i < 16; i = i + 1) begin  
		    R[DR][i] <= data[i];  
	    end
        end
    end
    always @(*) begin
        for (i = 0; i < 16; i = i + 1) begin
            SR1OUT[i] = R[SR1][i];  
	    SR2OUT[i] = R[SR2][i];  
	end
    end
endmodule
==> design/flow/run.sh <==
#!/bin/bash
# OpenROAD 26Q1-2900-gdf79404cd8, Yosys 0.63+post, stock flow scripts
make -C /OpenROAD-flow-scripts/flow DESIGN_CONFIG=/design/flow/config.mk WORK_HOME=/design/flow/orfs finish
==> design/flow/config.mk <==
export PLATFORM = sky130hd
export DESIGN_NAME = LC3_RegisterFile
export DESIGN_NICKNAME = LC3_RegisterFile
export VERILOG_FILES = /design/flow/design.v
export SDC_FILE = /design/flow/constraint.sdc
export NUM_CORES = 4
export LEC_CHECK = 1
export CORE_UTILIZATION = 30
==> design/flow/constraint.sdc <==
current_design LC3_RegisterFile

set clk_period 4.4
set clk_io_pct 0.2

create_clock -name clk0 -period $clk_period [get_ports {clk}]

set non_clock_inputs [all_inputs -no_clocks]
set_input_delay [expr $clk_period * $clk_io_pct] -clock clk0 $non_clock_inputs
set_output_delay [expr $clk_period * $clk_io_pct] -clock clk0 [all_outputs]
==> impl_table.tex <==
% Implementation results table
\begin{tabular}{lr}
\hline
Metric & Value \\
\hline
\multicolumn{2}{l}{\textbf{Run status}} \\
\quad Status & completed \\
\multicolumn{2}{l}{\textbf{Detailed routing}} \\
\quad Number of search-and-repair iterations in the first detailed-routing pass & 4 \\
\quad Routed len/inst & 19.5 µm \\
\quad DRC & 0 \\
\quad Antenna Diode Count & 0 \\
\quad Number of vias per cell & 4.86 \\
\quad Starting DRT DRC Count & 108 \\
\quad Routed Antenna Nets & 0 \\
\quad Total wire length after detailed routing & around 12 mm \\
\quad Vias after detailed routing & approximately 2,900 \\
\multicolumn{2}{l}{\textbf{Setup path}} \\
\quad Element type at the critical path end & output port \\
\quad Startpoint class of the critical path & input port \\
\quad Data arrival time of the worst path & 2820 ps \\
\quad Critical path type & input port to output port \\
\quad Required time of the critical path & 3520 ps \\
\quad Maximum fanout encountered on the critical timing path & 32 \\
\multicolumn{2}{l}{\textbf{Job}} \\
\quad Number of maximum-capacitance constraint violations & 0 \\
\quad Number of warnings in the stage logs & 25 \\
\multicolumn{2}{l}{\textbf{Global routing}} \\
\quad Via count of the first global-routing pass & 3,317 \\
\quad Overall global routing resource usage & 13.0\% \\
\quad Antenna violations before repair & 0 \\
\quad GRT overflow & 0 \\
\quad First-pass GRT wire length & $\sim$18 mm \\
\quad Pin count of the biggest net entering global routing & 33 \\
\multicolumn{2}{l}{\textbf{Synthesis}} \\
\quad Chip area from the yosys synthesis statistics & around 6000 µm² \\
\quad Cell count after synthesis & 255 \\
\quad Async set or reset register ratio after synthesis & 0\% \\
\quad Mean post-synth cell area & 23.7 µm² \\
\quad Dominant Register Cell & sky130\_fd\_sc\_hd\_\_edfxtp\_1 \\
\quad Yosys Warn Count & 1 \\
\quad Post-synth cell types & 12 \\
\quad Synth top area cells & sky130\_fd\_sc\_hd\_\_edfxtp\_1 64\%, sky130\_fd\_sc\_hd\_\_mux4\_1 24\%, sky130\_fd\_sc\_hd\_\_mux2\_2 6.0\% \\
\quad Library cell occupying the most area in the post-synthesis netlist & sky130\_fd\_sc\_hd\_\_edfxtp\_1 \\
\quad Most frequent cell after synthesis & sky130\_fd\_sc\_hd\_\_edfxtp\_1 \\
\quad Number of flip-flops and latches in the synthesized netlist & 128 \\
\quad Cell total in the yosys stat output & around 260 \\
\quad Post-synthesis instance area & 6040 µm² \\
\quad Count of flip-flops with a built-in enable after synthesis & 128 \\
\quad Top cells by count & 128 x sky130\_fd\_sc\_hd\_\_edfxtp\_1, 56 x sky130\_fd\_sc\_hd\_\_mux4\_1, 32 x sky130\_fd\_sc\_hd\_\_mux2\_2, 8 x sky130\_fd\_sc\_hd\_\_buf\_6, 8 x sky130\_fd\_sc\_hd\_\_mux4\_2 \\
\quad Post-synthesis sequential area ratio & 63.6\% \\
\quad Dominant cell area share & 63.6\% \\
\multicolumn{2}{l}{\textbf{CTS}} \\
\quad Clock Path Buffers & 2 \\
\quad Clock buffer count from CTS & 17 \\
\quad TritonCTS clock tree & built \\
\quad Clk root buf & sky130\_fd\_sc\_hd\_\_clkbuf\_16 \\
\quad Clock sinks & 128 \\
\quad Quantity of gates resized following cts & 0 \\
\quad Number of hold-repair buffers added at the cts stage & 0 \\
\quad Number of buffers inserted by post-CTS setup repair & 0 \\
\quad CTS clk-pin slew, worst paths & 50 ps \\
\quad Number of H-tree levels & 4 \\
\multicolumn{2}{l}{\textbf{Layout}} \\
\quad Register containing the most flip-flops in the final layout & R \\
\quad Max FFs per register & 128 \\
\quad Largest regs & R x128 \\
\quad Post-route design area & 7490 µm² \\
\quad Area added between synthesis and finish & 23.8\% \\
\quad Number of filler cells placed in the layout & 1,741 \\
\quad Final cell count without fillers & 606 \\
\quad Ratio of cells with drive above 1 in the final layout & 25.2\% \\
\multicolumn{2}{l}{\textbf{Floorplanning}} \\
\quad Row Count & 51 \\
\quad Die span in x & 144 µm \\
\quad Top Ports & 59 \\
\quad Area inside the core boundary & 19,600 µm² \\
\quad Die height & 144 µm \\
\quad Die area & 20,700 µm² \\
\quad Initial core utilization & a little under a third \\
\multicolumn{2}{l}{\textbf{Timing}} \\
\quad Max-Slew Margin vs Limit & 69.6\% \\
\quad Setup violation total in the final timing report & 0 \\
\quad Worst path setup slack after routing & 698 ps \\
\quad Setup repair after global routing missed its margin & false \\
\quad Final clock period utilization by the worst path & 84.1\% \\
\quad Shortest period the worst path allows & $\sim$3700 ps \\
\quad Total negative slack for setup checks & 0 ps \\
\quad Highest clock frequency the design can meet & 0.270 GHz \\
\quad Slew Viols, Final & 0 \\
\quad Hold violation count in the final report & 0 \\
\quad Measured slew at the worst slew-check pin & about 460 ps \\
\multicolumn{2}{l}{\textbf{Power and ir drop}} \\
\quad Peak supply drop & 0.271 mV \\
\quad Final total power & slightly below 3000 µW \\
\quad Power Density & 386 nW/µm² \\
\quad P\_leak & 0.00252 µW \\
\multicolumn{2}{l}{\textbf{Place}} \\
\quad Input/output buffers & 58 \\
\quad RD Place Congestion & 0.727 \\
\quad Half-perimeter wire length after placement & 6.92 mm \\
\quad Cells after DPL & 574 \\
\quad Post-placement worst setup slack & 661 ps \\
\quad Cell area after placement & around 7000 µm² \\
\multicolumn{2}{l}{\textbf{Worst hold path}} \\
\quad Classification of the worst-slack hold path & input port to flip-flop \\
\quad Instance count along the most critical hold path & 1 \\
\hline
\end{tabular}
-- layout make-up --
| type | instances | area, µm² | share of cell area (%) |
|---|---|---|---|
| Sequential cell | 128 | 3840 | 51.3 |
| Multi-Input combinational cell | 109 | 2080 | 27.8 |
| Timing Repair Buffer | 72 | 701 | 9.36 |
| Clock buffer | 19 | 433 | 5.78 |
| Tap cell | 265 | 332 | 4.43 |
| Clock inverter | 13 | 96.3 | 1.29 |
-- report_power, final --
| group | internal, µW | total, µW | switching [µW] |
|---|---|---|---|
| Sequential | 1390 | 1400 | 13.0 |
| Combinational | 171 | 271 | 100 |
| Clock | 764 | 1220 | 459 |
-- cell families after synthesis --
kind of cell / count (synthesis) / synth area share [%]
buffers and inverters: 18 / 2.15
DFF: 128 / 63.6
muxes: 96 / 33.3
and+or+nand+nor: 13 / 0.973
-- cells in the final DEF (no fill, tap or decap), types with 2 or more instances in the layout --
cell	n
sky130_fd_sc_hd__edfxtp_1	128
sky130_fd_sc_hd__nand2_1	2
sky130_fd_sc_hd__buf_2	2
sky130_fd_sc_hd__clkinv_1	2
sky130_fd_sc_hd__buf_4	12
sky130_fd_sc_hd__clkbuf_1	2
sky130_fd_sc_hd__clkdlybuf4s50_1	56
sky130_fd_sc_hd__nand2b_1	3
sky130_fd_sc_hd__mux4_2	8
sky130_fd_sc_hd__clkbuf_16	17
sky130_fd_sc_hd__mux4_1	56
sky130_fd_sc_hd__nor3_2	2
sky130_fd_sc_hd__buf_12	2
sky130_fd_sc_hd__mux2_2	32
sky130_fd_sc_hd__nor2_1	6
sky130_fd_sc_hd__clkinvlp_4	2
sky130_fd_sc_hd__clkinv_2	7
-- through the flow --
step           hold slack, ps  util, %
6_report                 1200     38.2
4_1_cts                  1190     38.2
3_5_place_dp             1610     35.5
3_3_place_gp             1600     35.5
5_1_grt                  1210     38.2
2_1_floorplan             979        -
-- metal layers --
metal | routed length, µm | share of wire, % | vias to the layer above | GRT usage [%]
met5 | 0 | 0 | - | 0
met4 | 127 | 1.1 | 0 | 1.34
met1 | 3910 | 33 | 1457 | 13.9
met3 | 1730 | 15 | 7 | 9.43
met2 | 6050 | 51 | 155 | 21.6
li1 | - | - | 1324 | -
-- critical path: stages --
cell                              delay (ps)
sky130_fd_sc_hd__clkdlybuf4s50_1         450
sky130_fd_sc_hd__buf_4                   390
sky130_fd_sc_hd__mux4_1                  370
sky130_fd_sc_hd__mux2_2                  300
sky130_fd_sc_hd__clkdlybuf4s50_1         410
-- path summary, 6_finish.rpt --
| kind | from | endpoint | slack [ps] |
|---|---|---|---|
| worst min-delay path | data[9] | R[86]$_DFFE_PP_ | 1200 |
| worst max-delay path | SR1[2] | SR1OUT[4] | 700 |
No activity file was given, so power comes from the tool's default toggle rates.
